[flow/run.sh]
#!/bin/bash
# OpenROAD 26Q1-2900-gdf79404cd8, Yosys 0.63+post, stock flow scripts
make -C /OpenROAD-flow-scripts/flow DESIGN_CONFIG=/design/flow/config.mk WORK_HOME=/design/flow/orfs finish
[flow/config.mk]
export PLATFORM = sky130hd
export DESIGN_NAME = keypad_decoder
export DESIGN_NICKNAME = keypad_decoder
export VERILOG_FILES = /design/flow/design.v
export SDC_FILE = /design/flow/constraint.sdc
export NUM_CORES = 4
export LEC_CHECK = 1
export CORE_UTILIZATION = 30
export SYNTH_HDL_FRONTEND = slang
[flow/constraint.sdc]
current_design keypad_decoder

set clk_period 4.6
set clk_io_pct 0.2

create_clock -name clk0 -period $clk_period [get_ports {clk}]

set non_clock_inputs [all_inputs -no_clocks]
set_input_delay [expr $clk_period * $clk_io_pct] -clock clk0 $non_clock_inputs
set_output_delay [expr $clk_period * $clk_io_pct] -clock clk0 [all_outputs]
[flow/design.v]
module keypad_decoder(input logic clk,
                input logic [3:0]col,
                output logic [3:0]row,
                output logic [1:0]waveform_select,
                output logic [1:0]filter_select,
                output logic [2:0]filter_params,
                output logic [7:0]amp_envelope);
    logic [5:0]keypad = 6'd0;
    keypadScanner scanKeypad(clk, col, row, keypad);
    logic keyPressed = 1'b0;
    keypressCheck isKeypressed(keypad, keyPressed);
    logic [2:0]mode_key = 3'd0;
    logic [2:0]ctrl_key = 3'd0;
    logic [2:0]row_key = 3'd0;
    debouncer debounceKeypad(clk, keyPressed, keypad, mode_key, ctrl_key, row_key);
    keypadAction processEvent(clk, keyPressed, mode_key, ctrl_key, row_key, waveform_select, filter_select, filter_params, amp_envelope);
endmodule
module keypadScanner(input logic clk, 
                      input logic [3:0]col,
                      output logic [3:0]row,
                      output logic [5:0]keypad);
   logic [4:0]scanCount = 5'd1;
   logic keypadTriggered = 1'd0;
   logic [2:0]currentRow = 2'd0;
   logic [2:0]currentCol = 2'd0;
    always_comb
       case(currentRow)
           3'b000 : row = 4'b1110;
           3'b001 : row = 4'b1101;
           3'b010 : row = 4'b1011;
           3'b011 : row = 4'b0111;
           default : row = 4'b1111;
       endcase
   always_ff@(posedge clk)
   begin
        scanCount <= scanCount + 1'b1;
        if (currentCol == 3'b011)
        begin
            currentRow <= currentRow + 1'b1;
            currentCol <= 3'd0;
        end
        else
            currentCol <= currentCol + 1'b1;
        if (col[currentCol] == '0)
        begin
            keypadTriggered <= 1'd1;
            keypad <= {currentRow + 1'b1, currentCol + 1'b1};
        end
        if (scanCount[4])
        begin
            if (!keypadTriggered)
                keypad <= 6'd0;
            scanCount <= 5'd0;
            keypadTriggered <= 1'd0;
            currentRow <= 3'd0;
            currentCol <= 3'd0;
        end
    end
endmodule
module keypressCheck(input logic [5:0]keypad,
                    output logic keyPressed);
always_comb
    if (keypad == 6'b000_000)
        keyPressed = 1'b0;
    else 
        keyPressed = 1'b1;
endmodule
module debouncer(input logic clk,
                  input logic keyPressed,
                  input logic [5:0]keypad,
                  output logic [2:0]mode_key,
                  output logic [2:0]ctrl_key,
                  output logic [2:0]row_key);
logic [17:0]count = 18'd0;
logic memoryChange = 1'd1;
logic is_mode = 1'd0;
assign is_mode = keypad[5];
always_ff@(posedge clk)
begin    
    if (keyPressed)
    begin
        if (count[16] & count[17])
        begin
            if (memoryChange)  
            begin
                if (is_mode)
                begin
                    mode_key <= keypad[2:0];  
					ctrl_key <= 3'b000;
					row_key <= row_key;
                end
                else
				begin
                    ctrl_key <= keypad[2:0];
                    row_key <= keypad[5:3];
					mode_key <= mode_key;
				end
                memoryChange <= 1'b0;
				count <= count;
            end
			else
			begin
			    count <= count;
				memoryChange <= memoryChange;
				ctrl_key <= ctrl_key;
				row_key <= row_key;
				mode_key <= mode_key;
		    end
        end
        else
		begin
            count <= count + 1'b1;
			memoryChange <= memoryChange;
			ctrl_key <= ctrl_key;
			row_key <= row_key;
			mode_key <= mode_key;
		end
    end
    else
    begin
        count <= '0;
        memoryChange <= 1'b1;
		ctrl_key <= ctrl_key;
		row_key <= row_key;
		mode_key <= mode_key;
    end
end
endmodule
module keypadAction(input logic clk,
                  input logic keyPressed,
                  input logic [2:0]mode_key,
                  input logic [2:0]ctrl_key,
                  input logic [2:0]row_key,
                  output logic [1:0]waveform_select,
                  output logic [1:0]filter_select,
                  output logic [2:0]filter_params,
                  output logic [7:0]amp_envelope);
logic [1:0]ctrlMinusOne;
assign ctrlMinusOne = ctrl_key - 1;
always_ff @(posedge clk)
    if (keyPressed)
	begin
        case(mode_key)
            3'b001 : begin  
                case(ctrl_key)
                    3'b001 : begin  
                        waveform_select <= 2'b00;
                        filter_select <= filter_select;
                        filter_params <= filter_params;
		      	        amp_envelope <= amp_envelope;
                    end
                    3'b010 : begin  
                        waveform_select <= 2'b01;
                        filter_select <= filter_select;
                        filter_params <= filter_params;
						amp_envelope <= amp_envelope;
                    end
                    3'b011 : begin  
                        waveform_select <= 2'b10;
                        filter_select <= filter_select;
                        filter_params <= filter_params;
	   		 			amp_envelope <= amp_envelope;
                    end
                    3'b100 : begin  
                        waveform_select <= 2'b11;
                        filter_select <= filter_select;
                        filter_params <= filter_params;
						amp_envelope <= amp_envelope;
                    end
                    default : begin  
                        waveform_select <= waveform_select;
                        filter_select <= filter_select;
                        filter_params <= filter_params;
				   		amp_envelope <= amp_envelope;
                    end
                endcase
            end
            3'b010 : begin  
                if (row_key[0] & row_key[1])  
                begin
                    waveform_select <= waveform_select;
                    filter_select <= ctrl_key - 1;
                    filter_params <= filter_params;
			   	 	amp_envelope <= amp_envelope;
                end
                else  
                begin
                    waveform_select <= waveform_select;
                    filter_select <= filter_select;
                    filter_params <= {ctrlMinusOne, ~row_key[0]};
					amp_envelope[2:0] <= row_key;
                end
            end
            3'b011 : begin  
                case(ctrl_key)
                    3'b001 : begin  
		 	   			waveform_select <= waveform_select;
				   		filter_select <= filter_select;
						filter_params <= filter_params;
                        amp_envelope[1:0] <= 3'b100 - row_key;
                    end
                    3'b010 : begin  
					    waveform_select <= waveform_select;
					    filter_select <= filter_select;
						filter_params <= filter_params;
                        amp_envelope[3:2] <= 3'b100 - row_key;
                    end
                    3'b011 : begin  
					    waveform_select <= waveform_select;
						filter_select <= filter_select;
						filter_params <= filter_params;
                        amp_envelope[5:4] <= 3'b100 - row_key;
                    end
                    3'b100 : begin  
					    waveform_select <= waveform_select;
						filter_select <= filter_select;
						filter_params <= filter_params;
                        amp_envelope[7:6] <= 3'b100 - row_key;
                    end
					default : begin  
					    waveform_select <= waveform_select;
						filter_select <= filter_select;
						filter_params <= filter_params;
						amp_envelope <= amp_envelope;
				    end
                endcase
            end
            3'b100 : begin  
                case(ctrl_key)
                    default : begin
				  	    waveform_select <= waveform_select;  
						filter_select <= filter_select;
						filter_params <= filter_params;
						amp_envelope <= amp_envelope;
				    end
                endcase
            end
            default : begin  
		        waveform_select <= waveform_select;
				filter_select <= filter_select;
				filter_params <= filter_params;
				amp_envelope <= amp_envelope;
		    end
        endcase
	end
    else
	 begin
    end
endmodule
==> run notes <==
Figures from the implementation reports.

- The run finished with clean final reports.
- The initial cell density of the core is a little under a third.
- The depth of the CTS H-tree is 3.
- The most repeated cell in the gate-level netlist after synthesis reads sky130_fd_sc_hd__dfxtp_1.
- The most frequently used flop master after synthesis reads sky130_fd_sc_hd__dfxtp_1.
- The number of buffers inserted to repair setup after CTS reads 0.
- The maximum vdd ir drop is between 0.2 and 0.25 mV.
- The worst-case clock buffer depth reads 2.
- The total antenna diodes in the routed design is 0.
- The detailed-routing iteration count for the pre-antenna-repair pass reads 4.
- The final timing report lists a max-slew violation count of 0.
- STA classifies the critical path startpoint as a flop.
- The number of instances in the synthesized netlist is 243.
- For this design, the CTS-stage hold fixing added 0 buffers.
- The area share of and/or/nand/nor cells after synthesis reads a little over a fifth.
- The minimum clock period after layout is 2.70 ns.
- In this run, the number of DRC markers left after iteration 0 of detailed routing was between 90 and 100.
- The die height reads ~94 um.
- The insertion delay to the later sink of the worst-skew pair is around 0.33 ns.
- The max capacitance violation total reads 0.
- The worst setup path is of the flop to output port kind.
- On the critical path, the stage with the largest delay is an instance of sky130_fd_sc_hd__clkdlybuf4s50_1.
- Summing every instance area after synthesis gives ~2500 sq um.
- In this run the layout overhead on the synthesized area is reported as 19.6%.
- Of the cells placed in the final design, the portion with a size suffix greater than 1 is 5.42%.
- The clock skew is ~0.010 ns.
- The share of synthesized area spent on multiplexers reads 2.07%.
- The report lists the number of standard-cell rows as 33.
- For this design, Yosys synthesis ends with a cell count of ~240.
- The post-cts repair resize count reads 0.
- In this run the biggest area consumer among cell types represents slightly below 30% of the synthesized area.
- In the placement report, post-DP HPWL is listed as between 2 and 3 mm.
- At the end of routability-driven placement, the weighted congestion stood at 0.809.
- The clock edge transition at the registers on the reported setup and hold paths is approximately 0.060 ns.
- The synthesis stat section lists a flop and latch total of 60.
- Setup repair after global routing left no endpoint under its margin.
- The synthesized area divided by synthesized cell count is 10.4 sq um.
- The number of cells on the worst reg-to-reg path reads 3.
- The most repeated library cell on the critical path reads sky130_fd_sc_hd__ha_1.
- The maximum clock rate reads approximately 370 MHz.
- The synthesis run identifies the leading combinational cell family as simple AND/OR/NAND/NOR gates.
- According to the floorplan report, the total die area is roughly 9000 sq um.
- The instance count along the most critical hold path is 1.
- The count of different cell masters after synthesis is 36.
- The share of the synthesized netlist area taken by xor and xnor gates is 3.80%.
- The minimum hold slack is ~0.43 ns.
- After detailed routing, the number of remaining DRC violations is 0.
- The initial antenna violation count reads 0.
- The detailed-route vias per instance is approximately 4.6.
- The leakage component of the power is 1.18 nW.
- The number of placed instances, taps included, is 366.
- The pin closest to its max-slew limit shows a slew of 0.750 ns.
- The largest fanout on the critical path is 5.
- The CTS tree is yes.
- In the synthesis report, Yosys lists the chip area as between 2000 and 3000 sq um.
- The buffer_ports step reported a buffer count of 23.
- Global routing used approximately a tenth of the available tracks across all layers.
- The mean routed wirelength per cell reads slightly above 10 um.
- The area share of fa/ha/maj cells after synthesis is between 6 and 7%.
- The worst slew margin relative to its limit is around 50%.
- The signal on the critical path passes through ha_1, ha_1, or3_1, clkdlybuf4s50_1.
- The via count of the first global-routing pass was roughly 1,600.
- The TritonCTS sink count is 60.
- The number of I/O pins is 24.
- The global route stage reports its total congestion overflow as 0.
- The total negative slack for setup checks reads 0 ns.
- The worst stage delay on the critical path is roughly 0.41 ns.
- The finished layout holds approximately 380 standard cells, fillers aside.
- The end-of-flow timing check tallies setup violations at 0.
- The critical path data required time reads about 3.7 ns.
- Entering global routing, the biggest net connects 22 pins.
- For reference, the top cells by area after synthesis are sky130_fd_sc_hd__dfxtp_1 (29%), sky130_fd_sc_hd__edfxtp_1 (27%), sky130_fd_sc_hd__ha_1 (6.9%).
- The OpenROAD report gives the critical path a data arrival time of ~1.8 ns.
- sky130_fd_sc_hd__dfxtp_1 takes more of the synthesized area than any other cell.
- The core region is between 8000 and 9000 sq um.
- The worst hold path class reads flop to flop.
- The ratio of final minimum period to clock period reads approximately three fifths.
- The CTS root buffer reads sky130_fd_sc_hd__clkbuf_8.
- Summing the areas of all compound-gate instances in the mapped netlist gives under 10% of the synthesized area.
- The floorplan step set the die width to approximately 94 um.
- By count the netlist is led by sky130_fd_sc_hd__dfxtp_1 (37), sky130_fd_sc_hd__nor2_1 (33), sky130_fd_sc_hd__edfxtp_1 (23).
- The sequential area share after synthesis reads between 50 and 60%.
- The final wirelength reads a little under 4 mm.
- The number of hold violations in the final report is 0.
- The worst setup path is captured at an output port.
- Counting flops with a built-in enable in the synthesized netlist gives 23.
- The power density normalized to cell area reads 388 nW/um^2.
- Per the post-route antenna check, the number of violating nets is 0.
- TritonCTS created 9 clock buffers.
- The final cell utilization of the core reads a little under two fifths.
- The warning tally printed by Yosys for this design is 0.
- For this run, asynchronously set or reset flops after synthesis account for 0%.
- The first-pass GRT wire length is just under 7 mm.
- The number of warnings the tools reported is 31.
- The number of vias after detailed routing reads 1,752.
## state kept, by name, summed over array words and instances (netlist names)
register and cells:
processEvent.amp_envelope 8, processEvent.waveform_select 2, debounceKeypad.count 18, scanKeypad.keypadTriggered 1, scanKeypad.scanCount 5, scanKeypad.currentRow 3, debounceKeypad.mode_key 3, processEvent.filter_params 3
debounceKeypad.ctrl_key 3, scanKeypad.keypad 6, debounceKeypad.memoryChange 1, scanKeypad.currentCol 3, debounceKeypad.row_key 2, processEvent.filter_select 2
## area by class of cell
| type | instances | area [sq um] |
|---|---|---|
| clock buffer | 13 | 139 |
| clock inverter | 3 | 15.0 |
| fill | 800 | 5180 |
| inverter | 12 | 45.0 |
| multi-input combinational | 166 | 1040 |
| sequential | 60 | 1430 |
| tap | 105 | 131 |
| timing repair buffer | 23 | 230 |
## metrics by stage
step	total power [mW]	worst slack [ns]	cell area, sq um
floorplan	0.778	2.70	2530
global placement	0.809	2.25	2880
detailed placement	0.814	2.24	2880
CTS	1.19	1.87	3030
global route	1.26	1.81	3030
finish	1.18	1.90	3030
## cell families (layout without fill, tap and decap cells)
group	after synthesis	after routing
AND-OR/OR-AND	31	31
XOR/XNOR	11	11
adder cells (fa/ha/maj)	14	14
buffers and inverters	17	51
flip-flops	60	60
multiplexers	4	4
AND/OR/NAND/NOR	106	106
## cells in the final DEF (no fill, tap or decap), types with 3 or more instances in the layout
cell	n
sky130_fd_sc_hd__ha_1	14
sky130_fd_sc_hd__nor2b_1	8
sky130_fd_sc_hd__clkbuf_8	9
sky130_fd_sc_hd__nand4_1	4
sky130_fd_sc_hd__nor2_1	33
sky130_fd_sc_hd__nand2_1	18
sky130_fd_sc_hd__mux2i_1	3
sky130_fd_sc_hd__or3_1	10
sky130_fd_sc_hd__xor2_1	5
sky130_fd_sc_hd__edfxtp_1	23
sky130_fd_sc_hd__clkdlybuf4s50_1	23
sky130_fd_sc_hd__inv_1	12
sky130_fd_sc_hd__dfxtp_1	37
sky130_fd_sc_hd__and3_1	5
sky130_fd_sc_hd__xnor2_1	6
sky130_fd_sc_hd__nor3_1	5
sky130_fd_sc_hd__a21oi_1	16
sky130_fd_sc_hd__nand3_1	8
sky130_fd_sc_hd__clkbuf_1	4
sky130_fd_sc_hd__o21ai_0	9
## critical path: cells and delay by family (launching register included)
kind | cells | cell delay (ns)
DFF | 1 | 0.35
adders and majority gates | 2 | 0.40
buffers and inverters | 1 | 0.41
and+or+nand+nor | 1 | 0.29
## metal layers
layer	global-route usage, %	up-vias	wire length (um)
li1	-	904	-
met1	14.4	812	1970
met3	3.87	6	208
met4	1.15	0	55
met2	14.8	30	1700
met5	0	-	0
## worst paths after layout
kind / from / end / slack [ns]
worst max-delay path: scanKeypad.currentRow[0]$_SDFFE_PP0N_ / row[2] / 1.90
worst min-delay path: scanKeypad.scanCount[0]$_SDFF_PP0_ / scanKeypad.scanCount[0]$_SDFF_PP0_ / 0.43
worst max register to register: scanKeypad.keypad[1]$_DFF_P_ / debounceKeypad.ctrl_key[1]$_SDFFCE_PP0P_ / 2.74
worst min register to register: scanKeypad.scanCount[0]$_SDFF_PP0_ / scanKeypad.scanCount[0]$_SDFF_PP0_ / 0.43
## report_power, final
group | switching, mW | internal [mW] | leakage [nW] | total (mW)
Clock | 0.181 | 0.192 | 0.0727 | 0.374
Combinational | 0.0662 | 0.0636 | 0.588 | 0.130
Sequential | 0.0626 | 0.611 | 0.515 | 0.674
Power figures rest on the tool's default switching activity, not on a simulated workload.
